==> design/flow/design.v <==
module registerfile(
	input clk,
	input [4:0]rs1,
	input [4:0]rs2,
	input rs1_valid,
	input rs2_valid,
	input [31:0]rd,
	input wr_en,
	input [31:0]rd_value,
	output reg [31:0]rs1_value,
	output reg [31:0]rs2_value
);    
	reg [31:0] register_file [31:0];
initial begin
	register_file[0]=0;
	register_file[1]=0;
	register_file[2]=0;
	register_file[3]=0;
    register_file[4]=0;
	register_file[5]=0;
	register_file[6]=0;
	register_file[7]=0;
	register_file[8]=0;
	register_file[9]=0;
	register_file[10]=0;
	register_file[11]=0;
	register_file[12]=0;
	register_file[13]=0;
	register_file[14]=0;
	register_file[15]=0;
	register_file[16]=0;
	register_file[17]=0;
	register_file[18]=0;
	register_file[19]=0;
	register_file[20]=0;
	register_file[21]=0;
	register_file[22]=0;
	register_file[23]=0;
	register_file[24]=0;
	register_file[25]=0;
	register_file[26]=0;
	register_file[27]=0;
	register_file[28]=0;
	register_file[29]=0;
	register_file[30]=0;
	register_file[31]=0;
end
always@(*) begin
	if (rs1_valid) 
	rs1_value <= register_file[rs1[4:0]];
	else rs1_value <= 0;
	if (rs2_valid) rs2_value <= register_file[rs2[4:0]];
	else rs2_value <= 0;
end
always @(posedge clk) begin 
	register_file[0]<=0;
	if (wr_en&&rd[4:0]!=0) begin
		register_file[rd[4:0]]<=rd_value;
   end
end 
endmodule
==> design/flow/run.sh <==
#!/bin/bash
# OpenROAD 26Q1-2900-gdf79404cd8, Yosys 0.63+post, stock flow scripts
make -C /OpenROAD-flow-scripts/flow DESIGN_CONFIG=/design/flow/config.mk WORK_HOME=/design/flow/orfs finish
==> design/flow/config.mk <==
export PLATFORM = sky130hd
export DESIGN_NAME = registerfile
export DESIGN_NICKNAME = registerfile
export VERILOG_FILES = /design/flow/design.v
export SDC_FILE = /design/flow/constraint.sdc
export NUM_CORES = 4
export LEC_CHECK = 1
export CORE_UTILIZATION = 30
==> design/flow/constraint.sdc <==
current_design registerfile

set clk_period 7.1
set clk_io_pct 0.2

create_clock -name clk0 -period $clk_period [get_ports {clk}]

set non_clock_inputs [all_inputs -no_clocks]
set_input_delay [expr $clk_period * $clk_io_pct] -clock clk0 $non_clock_inputs
set_output_delay [expr $clk_period * $clk_io_pct] -clock clk0 [all_outputs]
==> commit_impl_results.txt <==
Update PnR metrics after Yosys + OpenROAD run

- The leakage power in the latest report is roughly 17 nW.
- The report lists the number of cells resized after CTS as 0.
* Path class of the lowest-slack min-delay path: in2reg
* Number of core rows: roughly 140
* Post-DR wirelength/cell: between 30 and 40 um
- Cell Type Count: 31
- IO Pins: about 140
* CTS Buf Count: around 98
- Most frequent cell on the critical path: sky130_fd_sc_hd__buf_4
- Max-cap violations in this run came to 0.
- In the global route stage, met1 resource usage came out at about a fifth.
* Final Hold Viols: 0
- The longest incremental delay of any stage on the critical path is reported as between 600 and 700 ps.
* DPL Wire Length: 83900 um
* Filler cell count: roughly 14000
* Peak-usage layer in the global routing report: met2
- TritonCTS built the clock tree.
- Final antenna-violating net count: 0
- Commonest register cell after synthesis: sky130_fd_sc_hd__edfxtp_1
- Of the cells placed in the final design, the portion with a size suffix greater than 1 is between 30% and 40%.
* Worst endpoint data arrival time: 4550 ps
* Initial Util: 30.3%
- Number of sinks handled by clock tree synthesis: 1024
* Number of flip-flops under the largest register name: ~1000
* Kind of cell adding the most delay to the critical path: buffers and inverters
- The worst path uses 84.1% of the clock period.
- Library cell occupying the most area in the post-synthesis netlist: sky130_fd_sc_hd__edfxtp_1
- Dpl ws: roughly 1100 ps
- Setup repair after global routing missed its margin: false
* Area fraction in mux cells: between 20% and 30%
* Total routing resource utilization after global routing: ~19%
- Leaving out buffers and inverters, the combinational logic in the layout accounts for 15900 sq um.
- Time the worst path needs with I/O delays and setup: about 6000 ps
- For reference, full adder, half adder and majority cells occupy 0% of the area reported after synthesis.
* Slew Limit Headroom: a little over two fifths
- Tightest Pin Transition: around 860 ps
* WL final: roughly 140000 um
- The main area contributors are sky130_fd_sc_hd__edfxtp_1 (63%), sky130_fd_sc_hd__mux4_2 (22%), sky130_fd_sc_hd__mux2_2 (3.1%).
- The worst setup path is of the in2out kind.
* Max Buffers Root-to-Sink: 3
- The first global-routing pass estimated a little over 200000 um of wire.
- At the end of routability-driven placement, the weighted congestion stood at slightly below 0.9.
* Clock root buffer master: sky130_fd_sc_hd__clkbuf_16
- Clock slew seen by the registers of the worst setup and hold paths: roughly 70 ps
* Register cell area after layout: a little over 30000 sq um
- Worst VDD drop: approximately 0.21 mV
* Setup violation total in the final timing report: 0
- Traced cell by cell, the critical path runs through buf_4 > buf_4 > nor2b_4 > buf_4 > a221oi_1 > o21ai_0 > a31oi_1 > clkdlybuf4s50_1.
- In this run the tools logged warnings totalling 53.
- Per the OpenROAD floorplan log, the area of the die is between 150000 and 200000 sq um.
- The H-tree was split into 3 levels.
- STA lists the maximum fanout along the critical path as 37.
- Endpoint required time on the critical path: 5680 ps
- Cell Pwr Density: 246 nW/um^2
- Once iteration 0 of detailed routing completed, the report listed 1694 DRC markers.
- Ranked by instance count, the synthesized netlist is headed by sky130_fd_sc_hd__edfxtp_1 (992), sky130_fd_sc_hd__mux4_2 (448), sky130_fd_sc_hd__mux2_2 (128), sky130_fd_sc_hd__mux2i_1 (128), sky130_fd_sc_hd__clkbuf_1 (100).
- Total Neg Setup Slack: 0 ps
- The first detailed-routing pass ran for 7 iterations.
* Area of the core: between 150000 and 200000 sq um
- Area Overhead vs Synth: 16.4%
- After layout, the design draws a total of between 10 and 15 mW.
* Largest Register: register_file
- The via count of the first global-routing pass came to around 29000.
* Crit path launch type: input port
* Global route total overflow: 0
* Final routed DRC violation total: 0
- Type of destination of the critical path: output port
* AO/OA Area Share: 4.81%
- In the routed layout, each cell is associated on average with a via count of 5.59.
- Registers with the highest flip-flop counts: register_file x1024
- The cell-mix breakdown from Yosys lists the XOR/XNOR area share as 0%.
- Met3 usage: 14.5%
- Quantity of I/O buffers inserted on ports: 114
* Instance count of the mapped netlist: 2323
- PnR worst setup slack: roughly 1100 ps
- Number of synthesized register bits: approximately 1000
* FMAX: ~170 MHz
- Standard cell with the maximum stage delay on the critical path: sky130_fd_sc_hd__buf_4
- Largest net degree at the start of global routing: ~65
* Die height: just under 400 um
* Largest logic family: multiplexers
- Post-cts hold buffer count: 0
- Initial antenna violation count: 5
- Max Slew Vio Count: 0
- Count of non-filler cells in the finished layout: ~4600
- Across all layers, the routed design uses between 20000 and 30000 vias.
- The synthesized design contains roughly 990 enable-type register cells.
- Width of the die: around 400 um
- A synthesized cell averages a little over 20 sq um.
- Sequential elements use 64.9% of the synthesized area.
* Post-placement cell count: 4447
- The critical path contains buffers and inverters numbering 4 combined.
- In this run, the synthesized area fraction spent on and/or/nand/nor cells is recorded as less than 1%.
- Most instantiated library cell after synthesis: sky130_fd_sc_hd__edfxtp_1
* Hold slack: 1520 ps
- Number of cells in Yosys stat: around 2300
* Area share, top type: between 60% and 70%
- Fraction of registers with async set or reset after synthesis: 0%
* Buffers inserted by post-CTS timing repair: 0
* Grt met2 use: between 30% and 40%
- Area figure in the yosys stat output: between 40000 and 50000 sq um
- Outcome: finished, final reports clean
- Mapped Area: 46900 sq um
- For this run, the number of Yosys warnings is 1.
==> report_power, final <==
group,internal (mW),total [mW],leakage (nW),switching [mW]
combinational,0.522,1.18,6.00,0.660
sequential,6.70,6.74,9.21,0.0321
clock,3.19,5.52,1.67,2.33
total,10.4,13.4,16.9,3.03
==> through the flow <==
stage               utilization, %  instance area, sq um
floorplan                        -                 47000
global placement              33.1                 51200
detailed placement            33.1                 51200
CTS                           35.3                 54600
global route                  35.3                 54600
finish                        35.3                 54600
==> cell families (layout without fill, tap and decap cells) <==
logic type      Yosys count  in the layout
mux                     704            704
other cells               1             33
flops                  1024           1024
compound gates          307            307
simple gates             86             86
buf+inv                 201            435
==> metal layers <==
metal  part of all wire, %  up-vias
met5                 0.098        -
met4                   3.5        6
met3                    16      294
met2                    48     1809
met1                    32    13230
li1                      -    10554
==> final cells by class <==
class,count,area share (%)
flip-flops and latches,1024,55.7
multi-input cells,1129,29.1
clock buffers,126,5.04
well taps,2044,4.68
repair buffers,248,4.26
clock inverters,59,1.21
inverters,2,0.0229
diodes,1,0.00458
==> placed cells by master, fill, tap and decap left out, types with 7 or more instances in the layout <==
master                            netlist  layout
sky130_fd_sc_hd__mux2i_1              128     128
sky130_fd_sc_hd__clkinv_2               0      22
sky130_fd_sc_hd__a22oi_1               64      64
sky130_fd_sc_hd__edfxtp_1             992     992
sky130_fd_sc_hd__a31oi_1               64      64
sky130_fd_sc_hd__mux2_2               128     128
sky130_fd_sc_hd__dfxtp_1               32      32
sky130_fd_sc_hd__buf_12                 1      15
sky130_fd_sc_hd__conb_1                 1      32
sky130_fd_sc_hd__bufinv_16              0      12
sky130_fd_sc_hd__clkbuf_8               0      13
sky130_fd_sc_hd__a221oi_1              51      51
sky130_fd_sc_hd__clkinv_1               0       9
sky130_fd_sc_hd__clkinvlp_4             0       7
sky130_fd_sc_hd__clkbuf_1             100      12
sky130_fd_sc_hd__nand2_1               27      27
sky130_fd_sc_hd__clkdlybuf4s50_1        0     102
sky130_fd_sc_hd__nor2_4                 0      33
sky130_fd_sc_hd__o21ai_0               35      35
sky130_fd_sc_hd__clkbuf_16              0     101
sky130_fd_sc_hd__mux4_2               448     448
sky130_fd_sc_hd__o221ai_1              64      64
sky130_fd_sc_hd__buf_4                 12     120
sky130_fd_sc_hd__o2111ai_1             13      13
sky130_fd_sc_hd__o21ai_1               16      16
==> path summary, 6_finish.rpt <==
check | startpoint | endpoint | slack (ps) | cells past startpoint
setup / recovery | rs1[1] | rs1_value[27] | 1130 | 8
hold / removal | rd_value[31] | register_file[25][31] | 1520 | 2
Power and IR drop assume default switching activity.
