File: flow/config.mk
export PLATFORM = sky130hd
export DESIGN_NAME = decoder
export DESIGN_NICKNAME = decoder
export VERILOG_FILES = /design/flow/design.v
export SDC_FILE = /design/flow/constraint.sdc
export NUM_CORES = 4
export LEC_CHECK = 1
export CORE_AREA = 10 10 91 91
export DIE_AREA = 0 0 101 101
File: flow/constraint.sdc
current_design decoder

set clk_period 4.7
set clk_io_pct 0.2

create_clock -name clk0 -period $clk_period

set non_clock_inputs [all_inputs -no_clocks]
set_input_delay [expr $clk_period * $clk_io_pct] -clock clk0 $non_clock_inputs
set_output_delay [expr $clk_period * $clk_io_pct] -clock clk0 [all_outputs]
File: flow/design.v
module decoder(
   input [31:0] instr,
   output  [4:0] rs2,
   output  [4:0] rs1,
   output [31:0] imm,
   output  [31:0] rd,
   output rs1_valid,
   output rs2_valid,
   output [6:0] opcode,
   output [53:0] out_signal
    );
wire  is_r_instr, is_u_instr, is_s_instr, is_b_instr, is_j_instr, is_i_instr, is_m_instr, is_a_instr;
wire [2:0]func3;
wire [6:0]func7;
wire [4:0]func5;
    assign opcode=instr[6:0];
    assign is_i_instr=(instr[6:0]== 7'b0000011)||(instr[6:0]== 7'b0010011)||(instr[6:0]== 7'b1100111);
    assign is_u_instr=(instr[6:0]==7'b0010111)||(instr[6:0] == 7'b0110111);
    assign is_b_instr=(instr[6:0]==7'b1100011);
    assign is_j_instr=(instr[6:0]==7'b1101111);
    assign is_s_instr=(instr[6:0]==7'b0100011);
    assign is_r_instr=(instr[6:0]==7'b0110011)||(instr[6:0]==7'b0100111)||(instr[6:0]==7'b1010011);
    assign is_m_instr=(instr[6:0]==7'b0110011 && func7==7'b0000001);
    assign is_a_instr=(instr[6:0]==7'b0101111);
    assign rs2= (is_r_instr || is_s_instr || is_b_instr || is_a_instr) ? instr[24:20] :  0;
    assign rs1= (is_r_instr || is_s_instr || is_b_instr || is_i_instr || is_a_instr) ? instr[19:15]: 0;
    assign rd= (is_r_instr || is_u_instr || is_j_instr || is_i_instr || is_a_instr) ? instr[11:7] : 0;
    assign func3= (is_r_instr || is_s_instr || is_b_instr || is_i_instr) ? instr[14:12] : 0;
    assign func7= is_r_instr ? instr[31:25] : 0;
    assign func5 = is_a_instr ? instr[31:27] : 0;
   assign rs1_valid=is_r_instr || is_i_instr || is_s_instr || is_b_instr || is_a_instr;
   assign rs2_valid= is_r_instr || is_s_instr || is_b_instr || is_a_instr;
   assign imm = is_i_instr ? {  {21{instr[31]}},  instr[30:20]  } :
                is_s_instr ? {  {21{instr[31]}},  instr[30:25],  instr[11:7]  } :
                is_b_instr ? {  {19{1'b0}}, instr[31],  instr[7], instr[30:25], instr[11:8], 1'b0 } :
                is_u_instr ? {  instr[31:12]  } :
                is_j_instr ? {  {13{instr[31]}},  instr[19:12], instr[20], instr[30:25], instr[24:21], 1'b0  } : 
                32'b0;
  assign out_signal[0]=(is_r_instr&&(func3==3'h0)&&(func7==7'h00))? 1'b1 : 1'b0;  
  assign out_signal[1]=(is_r_instr&&(func3==3'h0)&&(func7==7'h20))? 1'b1 : 1'b0;  
  assign out_signal[2]=(is_r_instr&&(func3==3'h4)&&(func7==7'h00))? 1'b1 : 1'b0;  
  assign out_signal[3]=(is_r_instr&&(func3==3'h6)&&(func7==7'h0))? 1'b1 : 1'b0;  
  assign out_signal[4]=(is_r_instr&&(func3==3'h7)&&(func7==7'h0))? 1'b1 : 1'b0;  
  assign out_signal[5]=(is_r_instr&&(func3==3'h1)&&(func7==7'h0))? 1'b1 : 1'b0;  
  assign out_signal[6]=(is_r_instr&&(func3==3'h5)&&(func7==7'h0))? 1'b1 : 1'b0;  
  assign out_signal[7]=(is_r_instr&&(func3==3'h5)&&(func7==7'h20))? 1'b1 : 1'b0;  
  assign out_signal[8]=(is_r_instr&&(func3==3'h2)&&(func7==7'h0))? 1'b1 : 1'b0;  
  assign out_signal[9]=(is_r_instr&&(func3==3'h3)&&(func7==7'h0))? 1'b1 : 1'b0;  
  assign out_signal[10]=(is_i_instr&&(func3==3'h0)&&(func7==7'h0)&&(opcode == 7'b0010011))? 1'b1: 1'b0;  
  assign out_signal[11]=(is_i_instr&&(func3==3'h4)&&(opcode == 7'b0010011)) ? 1'b1: 1'b0;  
  assign out_signal[12]=(is_i_instr&&(func3==3'h6)&&(opcode == 7'b0010011))? 1'b1: 1'b0;  
  assign out_signal[13]=(is_i_instr&&(func3==3'h7)&&(opcode == 7'b0010011))? 1'b1: 1'b0;  
  assign out_signal[14]=(is_i_instr&&(func3==3'h1)&&(imm[11:5]==7'h0)&&(opcode == 7'b0010011))? 1'b1: 1'b0; 
  assign out_signal[15]=(is_i_instr&&(func3==3'h5)&&(imm[11:5]==7'h0)&&(opcode == 7'b0010011))? 1'b1: 1'b0;  
  assign out_signal[16]=(is_i_instr&&(func3==3'h5)&&(imm[11:5]==7'h20)&&(opcode == 7'b0010011))? 1'b1: 1'b0;  
  assign out_signal[17]=(is_i_instr&&(func3==3'h2)&&(opcode == 7'b0010011))? 1'b1:1'b0;  
  assign out_signal[18]=(is_i_instr&&(func3==3'h3)&&(opcode == 7'b0010011))? 1'b1:1'b0;  
  assign out_signal[19]=(is_i_instr&&(opcode==7'b0000011)&&(func3==3'h0))? 1'b1:1'b0;  
  assign out_signal[20]=(is_i_instr&&(opcode==7'b0000011)&&(func3==3'h1))? 1'b1:1'b0;  
  assign out_signal[21]=(is_i_instr&&(opcode==7'b0000011)&&(func3==3'h2))? 1'b1:1'b0;  
  assign out_signal[22]=(is_i_instr&&(opcode==7'b0000011)&&(func3==3'h4))? 1'b1:1'b0;  
  assign out_signal[23]=(is_i_instr&&(opcode==7'b0000011)&&(func3==3'h5))? 1'b1:1'b0;  
  assign out_signal[24]=(is_s_instr&&(func3==3'h0))? 1'b1 : 1'b0;  
  assign out_signal[25]=(is_s_instr&&(func3==3'h1))? 1'b1 : 1'b0;  
  assign out_signal[26]=(is_s_instr&&(func3==3'h2))? 1'b1 : 1'b0;  
  assign out_signal[27]=(is_b_instr&&(func3==3'h0))? 1'b1 : 1'b0;  
  assign out_signal[28]=(is_b_instr&&(func3==3'h1))? 1'b1 : 1'b0;  
  assign out_signal[29]=(is_b_instr&&(func3==3'h4))? 1'b1 : 1'b0;  
  assign out_signal[30]=(is_b_instr&&(func3==3'h5))? 1'b1 : 1'b0;  
  assign out_signal[31]=(is_b_instr&&(func3==3'h6))? 1'b1 : 1'b0;  
  assign out_signal[32]=(is_b_instr&&(func3==3'h7))? 1'b1 : 1'b0;  
  assign out_signal[33]=(is_j_instr&&(opcode==7'b1101111))? 1'b1 : 1'b0;  
  assign out_signal[34]=((opcode==7'b1100111)&&(func3==3'h0))? 1'b1 : 1'b0;  
  assign out_signal[35]=(opcode==7'b0110111)? 1'b1 : 1'b0;  
  assign out_signal[36]=(opcode==7'b0010111)? 1'b1 : 1'b0;  
  assign out_signal[37]=((is_m_instr)&&(func3==3'h0)) ? 1'b1 : 1'b0;  
  assign out_signal[38]=((is_m_instr)&&(func3==3'h1)) ? 1'b1 : 1'b0;  
  assign out_signal[39]=((is_m_instr)&&(func3==3'h2)) ? 1'b1 : 1'b0;  
  assign out_signal[40]=((is_m_instr)&&(func3==3'h3)) ? 1'b1 : 1'b0;  
  assign out_signal[41]=((is_m_instr)&&(func3==3'h4)) ? 1'b1 : 1'b0;  
  assign out_signal[42]=((is_m_instr)&&(func3==3'h5)) ? 1'b1 : 1'b0;  
  assign out_signal[43]=((is_m_instr)&&(func3==3'h6)) ? 1'b1 : 1'b0;  
  assign out_signal[44]=((is_m_instr)&&(func3==3'h7)) ? 1'b1 : 1'b0;  
   assign out_signal[45] = (is_a_instr && (func3 == 3'h2) && (func5 == 5'h02)) ? 1'b1 : 1'b0;  
   assign out_signal[46] = (is_a_instr && (func3 == 3'h2) && (func5 == 5'h03)) ? 1'b1 : 1'b0;  
   assign out_signal[47] = (is_a_instr && (func3 == 3'h2) && (func5 == 5'h01)) ? 1'b1 : 1'b0;  
   assign out_signal[48] = (is_a_instr && (func3 == 3'h2) && (func5 == 5'h00)) ? 1'b1 : 1'b0;  
   assign out_signal[49] = (is_a_instr && (func3 == 3'h2) && (func5 == 5'h0C)) ? 1'b1 : 1'b0;  
   assign out_signal[50] = (is_a_instr && (func3 == 3'h2) && (func5 == 5'h0A)) ? 1'b1 : 1'b0;  
   assign out_signal[51] = (is_a_instr && (func3 == 3'h2) && (func5 == 5'h04)) ? 1'b1 : 1'b0;  
   assign out_signal[52] = (is_a_instr && (func3 == 3'h2) && (func5 == 5'h14)) ? 1'b1 : 1'b0;  
   assign out_signal[53] = (is_a_instr && (func3 == 3'h2) && (func5 == 5'h10)) ? 1'b1 : 1'b0;  
endmodule
File: flow/run.sh
#!/bin/bash
# OpenROAD 26Q1-2900-gdf79404cd8, Yosys 0.63+post, stock flow scripts
make -C /OpenROAD-flow-scripts/flow DESIGN_CONFIG=/design/flow/config.mk WORK_HOME=/design/flow/orfs finish
==> summary.txt <==
Notes on the physical design

The HPWL reported at the end of detailed placement is 6840 µm. In this run, the synthesized area fraction spent on AND-OR/OR-AND gates is recorded as 25.7%. Subtracting the final worst setup slack from the clock period gives roughly 4.3 ns. The ratio of total power to cell area is roughly 44 nW/µm². The top cell type's share of synthesized area is roughly a quarter. The synthesized area per cell is 5.92 µm². The xor/xnor cell area share of the yosys netlist is less than 1%. For reference, the most critical setup path is categorized as in2out. For this run, the script counts the antenna cells in the layout as 0. The largest area contributor in the netlist is buf_4. The transition time recorded at the tightest slew-check pin is around 0.74 ns. The horizontal die dimension is slightly above 100 µm. The initial antenna violation count is 0. The run reported a max-capacitance violation count of 0.

The count of endpoints failing hold in the final timing report is 0. The synthesized instance count is 272. The number of flip-flops and latches is 0.

For reference, full adder, half adder and majority cells occupy 0% of the area reported after synthesis. By count the netlist is led by nor2_1, buf_4, nand2_1. The biggest combinational cell group after synthesis is simple AND/OR/NAND/NOR gates. The first-pass iteration count of the detailed router is 4.

The min-delay analysis places its worst path in the category in2out. Routing resource usage on met1 recorded by global route was 17.9%. The required time reported for the critical path endpoint is between 3 and 4 ns.

The total track usage is around 15%. The share of the core area taken by cells at floorplan is between 20 and 30%. Multiplexer cells account for approximately 1.9% of the synthesized area. For this run, the share of the core covered by cells in the final layout is 44.1%. The final routed DRC violation total is 0. The run finished with clean final reports. Entering global routing, the biggest net connects 19 pins.

Warnings raised by the tools during the run amount to 32. The total of hold buffers inserted after clock tree synthesis is 0. After layout, the worst setup slack is about 0.4 ns. For reference, the placement row count at floorplan is 29.

In this run the remaining antenna-violating nets after routing total 0. The number of clock buffers in the layout is 0. The share of the Yosys chip area taken by registers is 0%. The chip occupies between 10000 and 15000 µm². In the routed layout, each cell is associated on average with a via count of 4.84. The post-cts gate resize count is 0.

The most heavily used metal layer in global routing is met2. The sum of overflow across all layers after global routing is 0. The endpoint type of the worst setup path is an output pin. STA lists the startpoint of the worst hold path as instr[6].

In this run the layout overhead on the synthesized area is reported as 74.1%. The cell-mix breakdown from Yosys lists the simple-gate area share as between 30% and 40%. Setup repair after global routing left no endpoint under its margin. Summing all flip-flop and latch instances after layout gives 0 µm². Final hold analysis gives a worst-case slack of between 2 and 3 ns.

OpenROAD reports that the post-layout worst path occupies between 90% and 100% of the period. The first global-routing pass estimated roughly 12000 µm of wire. The leakage power total is 1.09 nW.

For met2 alone, demand over resource in global routing was about a quarter. The layout summary lists the proportion of cells stronger than drive strength 1 as between 5 and 6%. During I/O placement, the number of pins put on the boundary was 169. The detailed router placed roughly 2200 vias in this run.

The area inside the core boundary is 6350 µm². For this sky-water flow run, the detailed-routed wirelength per cell is reported as ~18 µm. The violation tally recorded at the end of detailed-routing iteration 0 is 170. The total negative setup slack is 0 ns. The number of max-slew violations in the final report is 0. The post-synthesis chip area from yosys is 1610 µm². Timing analysis after detailed placement gives a worst setup slack of between 0.4 and 0.5 ns. The synthesized netlist was found by Yosys to have between 200 and 300 cells.

Endpoints with negative setup slack in the final report add up to 0. Hold analysis shows the worst path with a depth of 2. The upper clock frequency limit is between 0.2 and 0.25 GHz. The endpoint of the worst hold path is reported as opcode[6].

The chip height is approximately 100 µm. The kind of start point of the critical path is a primary input. The synthesized netlist contains 46 unique library cells. After synthesis the cells add up to between 1500 and 2000 µm². For this run, global-route usage on met3 was measured as between 3 and 4%. The total wire length after detailed routing is about 8000 µm. Yosys attributes the largest share of cell area to buf_4, nor2_1, nand2_1. The final weighted congestion recorded by global placement is 0.916. The arrival time at the worst endpoint is 3.36 ns. The worst slew slack as a fraction of its limit is between 50% and 60%.

The number of setup buffers added after CTS is 0. The via count of the first global-routing pass is 2311. The largest voltage drop on the vdd net is ~0.026 mV. Buffers placed on the I/O ports in this run total about 130.

Among all cell types in the netlist, the one instantiated most often is nor2_1. The Yosys warning count is 0. In this run the worst path has a maximum fanout of 6.
-- placed cells by master (no fill, tap or decap), types with 4 or more instances in the layout --
cell type	count
nand2b_1	4
nand2_1	31
conb_1	36
nor2b_1	4
clkdlybuf4s50_1	133
nand3_1	7
a221o_1	7
nor3_1	7
a21oi_1	14
a222oi_1	4
inv_1	8
buf_4	13
and3_1	8
nor2_1	59
-- power by group --
| group | leakage, nW | switching, W | total, W | internal, W |
|---|---|---|---|---|
| combinational | 1.09 | 0.0000597 | 0.000124 | 0.0000640 |
| clock | 0 | 0 | 0 | 0 |
| sequential | 0 | 0 | 0 | 0 |
| total | 1.09 | 0.0000597 | 0.000124 | 0.0000640 |
-- final cells by class --
type | count | area [µm²]
multi-input combinational | 228 | 1230
tap | 77 | 96.3
fill | 672 | 3550
inverter | 8 | 30.0
timing repair buffer | 147 | 1450
-- per-stage QoR --
stage / instance area, µm² / cells / total power, W
6_report: 2800 / 460 / 0.000124
5_1_grt: 2800 / 460 / 0.000136
3_5_place_dp: 2800 / 460 / 0.000124
3_3_place_gp: 2800 / 460 / 0.000125
2_1_floorplan: 1740 / 307 / 0.0000724
4_1_cts: 2800 / 460 / 0.000125
-- kinds of logic after synthesis --
| kind of cell | after synthesis |
|---|---|
| simple gates | 138 |
| compound gates | 50 |
| buf+inv | 79 |
| mux | 3 |
| xor+xnor | 1 |
| other cells | 1 |
-- layer usage --
layer,up-vias,share of wire (%)
li1,1086,-
met1,1021,39
met3,8,8.5
met2,112,51
met4,0,1.1
met5,-,0
-- how the worst max path moves through the flow --
stage | from | end | slack [ns]
6_report | instr[1] | out_signal[16] | 0.40
5_1_grt | instr[1] | out_signal[16] | 0.22
4_1_cts | instr[0] | out_signal[16] | 0.40
-- worst max-delay path, cell delays in order --
cell and delay (ns):
clkdlybuf4s50_1 0.53, nand3b_1 0.23, or3_1 0.45, or4_4 0.43, a2111oi_2 0.22, clkdlybuf4s50_1 0.55
Power and IR drop assume default switching activity.
